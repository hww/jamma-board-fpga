===== design/flow/run.sh =====
#!/bin/bash
# OpenROAD 26Q1-2900-gdf79404cd8, Yosys 0.63+post, stock flow scripts
make -C /OpenROAD-flow-scripts/flow DESIGN_CONFIG=/design/flow/config.mk WORK_HOME=/design/flow/orfs finish

===== design/flow/config.mk =====
export PLATFORM = sky130hd
export DESIGN_NAME = syncinv
export DESIGN_NICKNAME = syncinv
export VERILOG_FILES = /design/flow/design.v
export SDC_FILE = /design/flow/constraint.sdc
export NUM_CORES = 4
export LEC_CHECK = 1
export CORE_AREA = 10 10 71 71
export DIE_AREA = 0 0 81 81

===== design/flow/constraint.sdc =====
current_design syncinv

set clk_period 3.3
set clk_io_pct 0.2

create_clock -name clk0 -period $clk_period [get_ports {clk}]

set non_clock_inputs [all_inputs -no_clocks]
set_input_delay [expr $clk_period * $clk_io_pct] -clock clk0 $non_clock_inputs
set_output_delay [expr $clk_period * $clk_io_pct] -clock clk0 [all_outputs]

===== design/flow/design.v =====
module syncinv(clk, ena, reset, ih, iv, oh, ov, htick);
    input   clk;             
    input   ena;             
    input   reset;           
    input   ih, iv;          
    output  oh, ov;          
	output	htick;			 
    reg     [3:0] hscnt;     
    reg     [2:0] vscnt;     
    reg     hspol, vspol;    
reg		[1:0] hfee;
reg		rhtick;
always @ (posedge clk)
begin
	hfee  <= { hfee[0], oh };
	rhtick <= (~hfee[0] & hfee[1]);			 
end
assign htick = rhtick;
always @ ( posedge clk or posedge reset) 
begin
	if (reset)
	begin
		hscnt <= 4'b1000;
		hspol <= 1;
	end
	else if (ena)
		if (ih)
			if ( hscnt == 4'b1111 )
				hspol <= 1;
			else
				hscnt <= hscnt + 1;
		else
    		if ( hscnt == 4'b0000 )
				hspol <= 0;
    		else
    			hscnt <= hscnt - 1;
end
assign oh = (hspol ^ ih);
always @ ( posedge clk or posedge reset) 
begin
	if (reset)
	begin
		vscnt <= 3'b100;
		vspol <= 1;
	end
	else if(htick)
		if (iv)
			if ( vscnt == 3'b111 )
				vspol <= 1;
			else
				vscnt <= vscnt + 1;
		else
			if ( vscnt == 3'b000 )
				vspol <= 0;
			else
				vscnt <= vscnt - 1;
end
assign ov = (vspol ^ iv);				
endmodule

==> run summary <==
The synthesis and PnR run went through. Number of vias in the routed layout landed at 508. The flow ran to the end, and the final reports show no timing, DRC or antenna violations. Gates resized during post-CTS repair numbered 0. Per the synthesis report, the dominant area consumer among library cells is sky130_fd_sc_hd__dfrtp_1.

TritonRoute output was used to compute an average wire per cell of 9.637 um. Post-route clock skew landed at 0.002654 ns. Maximum fanout count along the critical path landed at 8. The slew check shows that the tightest pin keeps a relative margin of 75.96%. Register area landed at 290.3 um^2. Area of the core landed at 3633 um^2. Setup repair after global routing left no endpoint under its margin. The commonest register cell is sky130_fd_sc_hd__dfrtp_1.

Summed over all cells, the static leakage comes to 0.3279 nW. The global routing report lists combined usage of all routing layers as 3.731%. Global-route wire length before repair landed at 2028 um. Count of filler cells inserted in the layout landed at 392. Fraction of registers with async set or reset after synthesis landed at 75.00%. Between the synthesized netlist and the finished layout, the area growth was recorded as 25.65%. The number of antenna violations at the first check in global routing came to 0. For this run, the register share of the synthesized area comes to 42.80%.

The final timing report counts setup violations totalling 0. Total clock buffers created by CTS landed at 3. Pin slew with the least headroom to its limit landed at 0.3603 ns. STA classifies the critical path startpoint as an input port. In the synthesized netlist, the number of instances is 68. Minimum hold slack landed at 0.3508 ns.

The stat command in Yosys gives a chip area of 678.2 um^2. The die is 81 um wide. The netlist uses 31 different library cells. The placement summary gives the final routability congestion estimate as 0.7829. Number of register bits inferred by synthesis landed at 12. Minimum period implied by the final worst setup slack landed at 2.610 ns. Share of the core filled by cells before placement landed at 18.66%. Max capacitance violation total landed at 0. Clock latency on the worst-skew pair, taken at its later pin, is 0.24 ns. Maximum resistive drop on vdd landed at 228.2 uV. The worst hold path belongs to the class reg -> reg.

The via count of the first global-routing pass came to 458. Listed in order, past its start point the critical path passes clkdlybuf4s50_1, xor2_1, clkdlybuf4s50_1. Number of failing hold endpoints at the final stage landed at 0. Row generation in the floorplan step produced 22 rows. Count of boundary I/O pins landed at 8.

First-pass iteration count of the detailed router landed at 4. Number of pins exceeding their max-slew limit in the final report landed at 0. Total power density per cell area landed at 901.7 nW/um^2. Maximum cell stage delay along the critical path landed at 0.63 ns. Number of setup buffers added after CTS landed at 0. Per the layout area report, the combinational gate area comes to 357.8 um^2. OpenROAD emitted warnings numbering 25. Proportion of layout cells with a drive suffix above 1 landed at 17.11%.

Total wire length landed at 1195 um. Yosys attributes the largest share of cell area to sky130_fd_sc_hd__dfrtp_1, sky130_fd_sc_hd__dfstp_2, sky130_fd_sc_hd__dfxtp_1, sky130_fd_sc_hd__fa_1, sky130_fd_sc_hd__a21oi_1. Arrival time reported for the critical path endpoint landed at 1.95 ns. Residual DRC count landed at 0. Largest buffer count on any clock path landed at 2. Per the post-synthesis stats, the area per cell is 9.973 um^2. For reference, the clock transition at the flip-flops on the worst setup and hold paths is 0.05 ns.

Looking at the clock tree report, the root buffer type is sky130_fd_sc_hd__clkbuf_8. In the placement report, post-DP HPWL is listed as 873.5 um. STA puts the critical path data required time at 2.64 ns. The worst setup path is captured at an output pin. Final clock period utilization by the worst path landed at 79.09%. Number of sinks handled by clock tree synthesis landed at 12. CTS built an H-tree with a depth of 1.

After synthesis, the design contains 68 cells according to Yosys. The chip occupies 6561 um^2. Number of enable-type register cells in the synthesized netlist landed at 0.

The synthesis report lists the Yosys warning total as 1. Tally of buffers added on design ports landed at 7. First-iteration detailed-routing DRC count landed at 23. The top cell type by area accounts for 18.45% of the synthesized area. By instance count, the cell type seen most on the critical path is sky130_fd_sc_hd__clkdlybuf4s50_1. Looking at the critical path, the single cell with the biggest stage delay is sky130_fd_sc_hd__clkdlybuf4s50_1. The script logs the ratio of routed vias to standard cells as 4.097. Height of the die landed at 81 um.

In this run the remaining antenna-violating nets after routing total 0. The worst setup path is of the in -> out kind. TritonCTS built the clock tree. Top achievable clock speed landed at 383.1 MHz.

Adding up every negative setup slack in the final design gives 0 ns. Total congestion overflow landed at 0. Antenna diode instance count landed at 0. Entering global routing, the biggest net connects 11 pins. Summing every instance area after synthesis gives 678.2 um^2. Hold repair after CTS inserted 0 buffers. Sum of internal, switching and leakage power landed at 0.7683 mW.
## state kept, by name, indices dropped and copies added (netlist names)
register  flops
hfee          2
hscnt         4
vscnt         3
rhtick        1
vspol         1
hspol         1
## placed cells by master (no fill, tap or decap), drive strengths merged, types with 2 or more instances in the layout
| master | n |
|---|---|
| clkbuf | 4 |
| fa | 2 |
| o22ai | 2 |
| o21ai | 4 |
| dfstp | 4 |
| mux2 | 3 |
| inv | 5 |
| xor2 | 2 |
| dfrtp | 5 |
| ha | 2 |
| nand3 | 3 |
| xnor2 | 3 |
| dfxtp | 3 |
| nand2 | 5 |
| a21oi | 6 |
| clkdlybuf4s50 | 7 |
| nor3 | 2 |
| nor2b | 2 |
## report_power, final
| part | switching, mW | total (mW) | internal [mW] |
|---|---|---|---|
| Sequential | 0.0872 | 0.324 | 0.236 |
| Clock | 0.0532 | 0.158 | 0.105 |
| Combinational | 0.115 | 0.286 | 0.172 |
## synth_stat cells, drive strengths merged (2+ instances only)
cell type  number
xnor2           3
nor3            2
dfxtp           3
ha              2
a21oi           6
inv             5
o21ai           4
nor2b           2
nand3           3
xor2            2
o22ai           2
dfrtp           5
mux2            3
clkbuf          3
nand2           5
dfstp           4
fa              2
## final cells by class
cell class	count	share of cell area, %
multi-input cells	48	42.00
well taps	48	7.048
repair buffers	7	8.223
inverters	5	2.203
clock buffers	4	6.461
flip-flops and latches	12	34.07
## cell families (layout without fill, tap and decap cells)
logic type      Yosys count  count (layout)  share of synthesized area [%]
flops                    12              12                          42.80
xor+xnor                  5               5                          6.459
simple gates             18              18                          14.39
mux                       4               4                          6.457
fa+ha+maj                 4               4                          9.594
compound gates           17              17                          15.87
buf+inv                   8              16                          4.428
## stage by stage
step / setup WS (ns) / std cells / cell area, um^2 / utilization (%)
final: 0.6900 / 124 / 852.1 / 23.45
after global routing: 0.5654 / 124 / 852.1 / 23.45
after CTS: 0.6483 / 124 / 852.1 / 23.45
after detailed placement: 0.4756 / 120 / 797.0 / 21.94
after global placement: 0.5132 / 120 / 797.0 / 21.94
after floorplan: 1.202 / 68 / 678.2 / -
## worst paths after layout
check	start	to	slack (ns)	cells past startpoint
worst max-delay path	iv	ov	0.69	3
worst min-delay path	hfee[0]	hfee[1]	0.35	0
worst max register to register	hscnt[0]	hscnt[1]	1.46	4
worst min register to register	hfee[0]	hfee[1]	0.35	0
max in group asynchronous	reset	vscnt[2]	2.31	2
min in group asynchronous	reset	hscnt[0]	0.69	2
## metal layers
metal | wire length [um] | GRT usage, % | up-vias
met4 | 0 | 0.3460 | 0
li1 | - | - | 256
met3 | 122 | 1.782 | 0
met5 | 0 | 0 | -
met1 | 553 | 4.818 | 238
met2 | 519 | 5.812 | 14
## critical path, delay by kind of cell
| family | cells | cell delay [ns] |
|---|---|---|
| xor gates and xnor gates | 1 | 0.18 |
| buffers and inverters | 2 | 1.11 |
Power is estimated from default activity; no workload was simulated.
