[/design/flow/design.v]
module crt_scan (clk, reset, pxclk, med_res, video_data_latch, hcnt, vcnt, href, hsync, vsync);
    input           clk, reset;          
    input           pxclk;               
    input           med_res;             
    output          video_data_latch;    
    output  [9:0]   hcnt;                
    output  [8:0]   vcnt;                
	output			href;				 
    output          hsync;               
    output          vsync;               
    reg     [9:0]   hreg;                
    reg     [8:0]   vreg;                
	reg				hsreg;
	reg				vsreg;
    wire            eof_frame, eof_line;
    wire            hsync_beg,   hsync_end;
    wire            vsync_beg,   vsync_end;
    assign  video_data_latch =  hcnt[0];
    assign  hcnt = hreg;
    assign  vcnt = vreg;
    assign  href = ~(hreg[8] | hreg[9]) & ~(vreg[6] | vreg[7] | vreg[8]);
    assign eof_line  = med_res ? (10'd587 == hcnt) : (10'd466 == hcnt);
    assign hsync_beg = med_res ? (10'd378 == hcnt) : (10'd327 == hcnt);
    assign hsync_end = med_res ? (10'd421 == hcnt) : (10'd361 == hcnt);
    assign eof_frame = med_res ? (9'd411 == vcnt) : (9'd261 == vcnt);
    assign vsync_beg = med_res ? (9'd233 == vcnt) : (9'd158 == vcnt);
    assign vsync_end = med_res ? (9'd242 == vcnt) : (9'd167 == vcnt);
    always @ (posedge reset or posedge clk)
        if (reset)
            hreg <= 10'b00_0000_0000;
        else if (pxclk)
           	if (eof_line)
	            	hreg <= 10'b00_0000_0000;
   			else
                    hreg <= hreg + 1;
    always @ (posedge reset or posedge clk)
        if (reset)
            vreg <= 8'b0000_0000;
        else if (pxclk)
            if (eof_line)
            	if (eof_frame)
		            	vreg <= 9'b0_0000_0000;
    			else
                        vreg <= vreg + 1;
	assign hsync = hsreg;
    always @ (posedge reset or posedge clk)
        if (reset)
            hsreg <= 1'b0;
        else if (pxclk)
            if (hsync_beg)
            	hsreg <= 1'b1;
  			else if (hsync_end)
                hsreg <= 1'b0;
	assign vsync = vsreg;
    always @ (posedge reset or posedge clk)
        if (reset)
            vsreg <= 1'b0;
        else if (pxclk)
            if (eof_line)
                if (vsync_beg)
                	vsreg <= 1'b1;
  			    else if (vsync_end)
                    vsreg <= 1'b0;
endmodule
[/design/flow/constraint.sdc]
current_design crt_scan

set clk_period 4.6
set clk_io_pct 0.2

create_clock -name clk0 -period $clk_period [get_ports {clk}]

set non_clock_inputs [all_inputs -no_clocks]
set_input_delay [expr $clk_period * $clk_io_pct] -clock clk0 $non_clock_inputs
set_output_delay [expr $clk_period * $clk_io_pct] -clock clk0 [all_outputs]
[/design/flow/run.sh]
#!/bin/bash
# OpenROAD 26Q1-2900-gdf79404cd8, Yosys 0.63+post, stock flow scripts
make -C /OpenROAD-flow-scripts/flow DESIGN_CONFIG=/design/flow/config.mk WORK_HOME=/design/flow/orfs finish
[/design/flow/config.mk]
export PLATFORM = sky130hd
export DESIGN_NAME = crt_scan
export DESIGN_NICKNAME = crt_scan
export VERILOG_FILES = /design/flow/design.v
export SDC_FILE = /design/flow/constraint.sdc
export NUM_CORES = 4
export LEC_CHECK = 1
export CORE_AREA = 10 10 107 107
export DIE_AREA = 0 0 117 117
==> Slide: Implementation Results <==
Synthesis and Place & Route Summary

Status
  • Status: complete, no violations

Worst setup path
  • Worst path slowest cell: clkdlybuf4s50_1
  • Worst r2r src: hreg[9]$_DFFE_PP0P_
  • Worst-path fanout max: 18
  • R2R cell count: 5
  • R2r endpoint: vreg[3]$_DFFE_PP0P_
  • Req. time, crit path: 4.75 ns
  • Max stage delay on crit path: approximately 0.89 ns
  • CP startpoint kind: primary input
  • CP arrival: 2.97 ns
  • Worst reg2reg setup slack: 2.75 ns
  • CP endpoint kind: flop
  • Kind of critical path: primary input to flop
  • Crit-path cells: clkdlybuf4s50_1, xor2_1, nor2_2, o2111a_2, o21ai_0, a22o_1

Flow run
  • OpenROAD warning count: 26
  • Max Cap Viol: 0

Synth
  • Top cells by area: dfrtp_1, nor2_1, xnor2_1
  • Sequential area share after synthesis: 0.374
  • Area share, top type: 0.374
  • Yosys Chip Area: about 1400 µm²
  • Mapped Area: 1410 µm²
  • Cell Type Count: 49
  • Post-synth EDFFs: 0
  • Cell taking the most area after synthesis: dfrtp_1
  • Ys async rst share: 1.00
  • Flops out of synthesis: 21
  • Yosys warns: 1
  • # Cells Yosys: 149
  • Main flop type: dfrtp_1
  • Post-Synthesis Cells: 149
  • Syn Area/Cell: around 9.4 µm²

Routing
  • Avg WL per Cell: approximately 13 µm
  • Drt first pass iters: 4
  • Vias per cell: 4.26
  • Final wirelength: 3.63 mm
  • Vias: 1201
  • Drt drc: 0
  • Antenna Nets Post-Route: 0
  • First DRT Iteration DRCs: 92
  • Inserted Diodes: 0

Clock network
  • CTS tree: built
  • Post-CTS setup buffer count: 0
  • Clock latency (worst-skew pair): 0.26 ns
  • Buffers from clock root to sink, at most: 2
  • CTS H-tree depth: 1
  • CTS Root Cell: clkbuf_8
  • CTS buffer count: 3
  • CTS sink count: 21
  • Clock transition at path regs: 0.08 ns
  • Hold Buf Count CTS: 0
  • Post_cts resized: 0

Timing
  • Slew Viols, Final: 0
  • Final min period: about 2.8 ns
  • Rel. slew slack: 0.563
  • Fmax achieved: ~350 MHz
  • Tcrit/Tclk final: 0.613
  • Hold Slack: 0.568 ns
  • Setup ws final: 1.78 ns
  • Actual slew at the worst max-slew pin: about 0.65 ns
  • RSZ-0062 raised after global routing: false
  • Endpoints failing hold: 0
  • Worst Clk Skew: 0.00515 ns
  • Setup tns final: 0 ns
  • Final setup violation count: 0

GRT
  • Global-route wire length before repair: 5.75 mm
  • Initial antenna violation count: 0
  • Vias in the first global route: approximately 1100
  • Tot GR Track Use: 0.0523
  • Gr ovfl total: 0
  • Largest net degree at the start of global routing: 22

Cells and area
  • Combinational gate area: 808 µm²
  • Layout fillers: between 1000 and 1500
  • Share of cells above drive strength 1: 0.0936
  • Storage element area: around 530 µm²
  • Area grow syn2layout: 27.6%

Die
  • Die H: 117 µm
  • FP Util: 0.153
  • # IOs: 27
  • # rows: 35
  • Die X: 117 µm
  • Core ar.: 9200 µm²
  • Die ar.: 13700 µm²

Worst hold path
  • Hold Startpoint: hsreg$_DFFE_PP0P_
  • WHS Endpoint: hsreg$_DFFE_PP0P_
  • Hold Crit Depth: 2
  • Min-delay worst type: flop to flop

Power and ir drop
  • Peak supply drop: between 100 and 150 µV
  • Lkg Pwr: 0.673 nW
  • Pwr dens: roughly 320 nW/µm²
  • Pwr Total: just under 0.6 mW

Placement
  • DP HPWL: 2.67 mm
  • Post-Place Worst Slack: around 1.5 ns
  • Count of buffers from port buffering: 26
  • GP Congestion: 0.791
## registers in the layout, summed over array words and instances (netlist names)
name,count
vsreg,1
hreg,10
vreg,9
hsreg,1
## area by class of cell
class	instances	share of cell area
multi-input combinational	117	0.451
inverter	2	0.00419
sequential	21	0.293
tap	111	0.0775
timing repair buffer	27	0.149
clock buffer	4	0.0251
## power by group
part | switching, mW | internal (mW) | leakage (nW) | total, mW
registers | 0.0712 | 0.215 | 0.265 | 0.286
clock network | 0.0619 | 0.0617 | 0.0228 | 0.124
logic | 0.0602 | 0.109 | 0.386 | 0.169
## worst max path at each step
| stage | startpoint | depth (start not counted) | end |
|---|---|---|---|
| final | med_res | 6 | vreg[3]$_DFFE_PP0P_ |
| after CTS | med_res | 6 | vreg[2]$_DFFE_PP0P_ |
| after global routing | med_res | 6 | vreg[3]$_DFFE_PP0P_ |
## layer usage
metal  GRT usage  part of all wire  vias to the layer above
met5           0                 0                        -
met3      0.0155             0.078                        2
met1      0.0736              0.45                      589
met2      0.0814              0.46                       27
met4     0.00329            0.0044                        0
li1            -                 -                      583
## layout by cell type, fill, tap and decap left out, drive strengths merged, types with 4 or more instances in the layout
| cell | Yosys | routed |
|---|---|---|
| clkdlybuf4s50 | 0 | 26 |
| nor2 | 23 | 23 |
| dfrtp | 21 | 21 |
| nand2 | 9 | 9 |
| o21ai | 7 | 7 |
| xnor2 | 7 | 7 |
| nand3 | 6 | 6 |
| nor3 | 5 | 5 |
| xor2 | 5 | 5 |
| o31ai | 4 | 4 |
| a22o | 4 | 4 |
| clkbuf | 3 | 4 |
## Yosys cell counts (all sizes together), types with 2 or more instances
library cell and instances:
nand2b 3, dfrtp 21, xnor2 7, nand4 3, o21ai 7, nand4b 3, nor2 23, nor3b 2
and3 3, and4bb 2, nand2 9, a21o 2, clkbuf 3, a22o 4, inv 2, nand3 6
ha 3, a211oi 2, xor2 5, nor3 5, a31o 2, o31ai 4, buf 6, nor2b 3
a21oi 3, o2bb2ai 2
## through the flow
stage / instance area, µm² / util / instances
finish: 1790 / 0.195 / 282
global placement: 1750 / 0.190 / 278
detailed placement: 1750 / 0.190 / 278
floorplan: 1410 / - / 149
global route: 1790 / 0.195 / 282
CTS: 1790 / 0.195 / 282
## cells by family after synthesis
family,Yosys count,share of synthesized area
buffers and inverters,11,0.0508
flip-flops,21,0.374
adder cells (fa/ha/maj),3,0.0267
XOR/XNOR,12,0.0748
AND/OR/NAND/NOR,70,0.284
AND-OR/OR-AND,32,0.190
## critical path, delay by kind of cell
family                    cells  cell delay (ns)
AOI/OAI and AO/OA             3             0.78
xor gates and xnor gates      1             0.16
buffers and inverters         1             0.89
and+or+nand+nor               1             0.23
Power is estimated from default activity; no workload was simulated.
