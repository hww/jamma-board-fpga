**design/flow/run.sh**
```bash
#!/bin/bash
# OpenROAD 26Q1-2900-gdf79404cd8, Yosys 0.63+post, stock flow scripts
make -C /OpenROAD-flow-scripts/flow DESIGN_CONFIG=/design/flow/config.mk WORK_HOME=/design/flow/orfs finish
```
**design/flow/design.v**
```verilog
module crt_syncsinv(clk, reset, onemks, hsync, vsync, csync);
    input           clk, reset, onemks;          
    input           hsync, vsync;                
    output          csync;                       
    reg     [3:0]   hcnt, vcnt;
    always @ (posedge reset or posedge clk)
        if (reset)
            hcnt <= 4'b1000;
        else if(onemks)
        begin
            if (hsync)
            begin
                if(hcnt != 4'b1111)
                    hcnt <= hcnt + 1;
            end
            else
            begin
                if(hcnt != 4'b0000)
                    hcnt <= hcnt - 1;
            end
        end
    wire    hris;
    onefextractor hsig_obj( clk, reset, 1'b1, hsync, hris);
    always @ (posedge reset or posedge clk)
        if (reset)
            vcnt <= 4'b1000;
        else if(hris)
        begin
            if (vsync)
            begin
                if(vcnt != 4'b1111)
                    vcnt <= vcnt + 1;
            end
            else
            begin
                if(vcnt != 4'b0000)
                    vcnt <= vcnt - 1;
            end
        end
    assign   csync = (hsync ^ hcnt[3]) ^ (vsync ^ vcnt[3]);
endmodule
module fextractor ( clk, reset, ena, in, out);
    input   clk, reset, ena, in;
    output  out;
    reg     a,b;
    always @ (posedge reset or posedge clk)
        if (reset)
                {a, b} <= 2'b00;
        else if(ena)
                {b,a} <= {a, in};
    assign out = a ^ b;
endmodule
module onefextractor ( clk, reset, ena, in, out);
    input   clk, reset, ena, in;
    output  out;
    reg     a,b;
    always @ (posedge reset or posedge clk)
        if (reset)
                {a, b} <= 2'b00;
        else if(ena)
                {b,a} <= {a, in};
    assign out = a & ~b;
endmodule
```
**design/flow/constraint.sdc**
```tcl
current_design crt_syncsinv

set clk_period 3.3
set clk_io_pct 0.2

create_clock -name clk0 -period $clk_period [get_ports {clk}]

set non_clock_inputs [all_inputs -no_clocks]
set_input_delay [expr $clk_period * $clk_io_pct] -clock clk0 $non_clock_inputs
set_output_delay [expr $clk_period * $clk_io_pct] -clock clk0 [all_outputs]
```
**design/flow/config.mk**
```make
export PLATFORM = sky130hd
export DESIGN_NAME = crt_syncsinv
export DESIGN_NICKNAME = crt_syncsinv
export VERILOG_FILES = /design/flow/design.v
export SDC_FILE = /design/flow/constraint.sdc
export NUM_CORES = 4
export LEC_CHECK = 1
export CORE_AREA = 10 10 77 77
export DIE_AREA = 0 0 87 87
```
==> run_results.csv <==
group,metric,value,unit
status,status,"finished clean",
cts,post-cts-setup-buffer-count,0,
critical_path,cp-startpoint,"hsync",
grt,grt_pass1_vias,418,
critical_path,cp_slowest_cell,"clkdlybuf4s50_1",
die,num_rows,24,
sta,tns,0,ps
cts,numCtsBuffers,3,
detailed_routing,vias,432,
min_path,hp-class,"reg -> reg",
detailed_routing,drt-total-wl,1083,um
synthesis,adder_share,14.75,%
synthesis,muxShareOfSynthArea,7.172,%
placed_design,routabilityCongestion,0.8938,
final_layout,lay_top_count,"dfrtp_1",
critical_path,crit_path_start_kind,"input port",
pwr,switching_share,33.02,%
cts,ctsHoldBuffers,0,
grt,grt_antenna_before_repair,0,
synthesis,ys_area,610.6,um^2
pwr,p_seq_share,39.0,%
critical_path,cpMostUsedCell,"clkdlybuf4s50_1",
sta,finalCriticalPeriod,2720,ps
synthesis,synth_area,610.6,um^2
final_layout,syn_to_final_growth,27.87,%
detailed_routing,final_antenna_net_count,0,
sta,hold_viol_final,0,
die,die_area,7569,um^2
cts,insertion_delay,230,ps
grt,grt_max_degree,11,
pwr,p_per_area,846.4,nW/um^2
synthesis,yosysSeqAreaShare,41.39,%
critical_path,crit_chain,"clkdlybuf4s50_1 > xor2_1 > xnor2_1 > clkdlybuf4s50_1",
synthesis,syn_avg_cell_area,10.90,um^2
cts,root_buffer,"clkbuf_8",
pwr,power.switching,218.2,uW
critical_path,cpPeakStageDelay,580,ps
die,fp_util,14.02,%
detailed_routing,firstDrtPassIters,4,
synthesis,synthesis.instances,56,
cts,clk_pin_slew,50,ps
sta,rsz0062_at_grt,"false",
critical_path,critPathRequiredTime,2640,ps
pwr,intPower,442.6,uW
grt,grt_overflow,0,
cts,cts_tree,"built",
pwr,irDropWorstVdd,0.3873,mV
synthesis,yosysWarnings,2,
synthesis,ys_cells,56,
pwr,p_clk_share,22.5,%
flow_run,drv_cap,0,
cts,cts.sinks,10,
placed_design,portBuffers,5,
min_path,hold_start,"hsig_obj.a$_DFF_PP0_",
sta,setup_viol_count_final,0,
pwr,power_leakage,0.0003337,uW
sta,fmax,367.6,MHz
die,io_pins,6,
synthesis,edf_count,0,
detailed_routing,diodes,0,
sta,slew_headroom,75.03,%
detailed_routing,dr.first_iter.drc_count,12,
die,die_width,87,um
placed_design,dp_hpwl,862.6,um
detailed_routing,via_per_inst,3.692,
synthesis,synth_cell_types,25,
critical_path,path_class,"in -> out",
synthesis,topCombFamilyByArea,"adder cells",
critical_path,arrival,2060,ps
synthesis,ys_ff,10,
sta,skew,2.222,ps
synthesis,aoi_share,7.992,%
synthesis,xor_share,12.91,%
grt,gr-usage-all-layers,3.075,%
die,core-area,4354,um^2
grt,grt_pass1_wl,1938,um
cts,post_cts_resized,0,
sta,worst_pin_slew,374.1,ps
pwr,comb_power_share,38.5,%
detailed_routing,drc,0,
cts,cts_buffer_depth,2,
die,die-height,87,um
synthesis,synthArstFlopShare,100.0,%
critical_path,rr_startpoint,"vcnt[2]$_DFFE_PP0P_",
sta,fin_crit_sh,82.44,%
critical_path,crit_path_end_kind,"primary output",
critical_path,worst-path-max-fanout,5,
synthesis,flop_cell,"dfrtp_1",
detailed_routing,wl_per_cell,9.256,um
final_layout,final_util,17.93,%
sta,final_max_slew_viol_count,0,
final_layout,drive_above_1_share,10.77,%
cts,cts-htree-levels,1,
flow_run,warning_count,25,
pwr,power.total,660.8,uW
synthesis,ys_sh_simple,12.70,%
final_layout,layout_top_cells,"dfrtp_1, inv_1, xor2_1, clkdlybuf4s50_1",
-- path summary, 6_finish.rpt --
path	cells after the start	slack [ps]	endpoint
hold reg to reg	0	380	hsig_obj.b$_DFF_PP0_
setup reg to reg	5	1550	vcnt[3]$_DFFE_PP1P_
min in group asynchronous	2	710	hsig_obj.b$_DFF_PP0_
setup / recovery	4	580	csync
max in group asynchronous	2	2280	vcnt[3]$_DFFE_PP1P_
hold / removal	0	380	hsig_obj.b$_DFF_PP0_
-- routing by layer --
metal	global-route usage (%)	up-vias	wire, um
met5	0	-	0
met4	0.4418	0	10
met3	1.132	2	53
met2	4.863	6	483
met1	4.005	209	535
li1	-	215	-
-- Yosys cell counts (2+ instances only) --
master   count  share of area, %
a21oi_1      2               1.6
xor2_1       5               7.2
fa_1         2               6.6
dfstp_2      2               8.6
xnor2_1      4               5.7
nand3_1      2               1.6
nor2_1       2               1.2
o21ai_0      3               2.5
ha_1         4               8.2
mux2_1       2               3.7
nand2_1      2               1.2
dfrtp_1      8                33
and3_1       2               2.0
inv_1        5               3.1
-- stage by stage --
step | hold slack, ps | instance area, um^2 | setup slack, ps | cells
6_report | 383.5 | 780.7 | 579.6 | 117
3_3_place_gp | 365.2 | 725.7 | 581.4 | 113
5_1_grt | 397.5 | 780.7 | 514.2 | 117
3_5_place_dp | 370.5 | 725.7 | 543.2 | 113
4_1_cts | 381.2 | 780.7 | 539.4 | 117
2_1_floorplan | 354.6 | 610.6 | 1276 | 56
-- cell type report --
class                           count  area (um^2)
Clock buffer                        4        55.05
Fill cell                         463         3573
Inverter                            5        18.77
Multi-Input combinational cell     41        339.1
Sequential cell                    10        252.7
Tap cell                           52        65.06
Timing Repair Buffer                5        50.05
-- state kept, by name (all words and copies together), names as in the netlist --
| name | count |
|---|---|
| hcnt | 4 |
| hsig_obj.a | 1 |
| hsig_obj.b | 1 |
| vcnt | 4 |
-- worst max-delay path, delay by kind of cell --
| kind | cells | cell delay (ps) |
|---|---|---|
| xor+xnor | 2 | 330 |
| buf+inv | 2 | 1060 |
-- cell families after synthesis --
group / count (synthesis)
and+or+nand+nor: 14
DFF: 10
xor gates and xnor gates: 9
AOI/OAI and AO/OA: 8
adders and majority gates: 6
buffers and inverters: 5
muxes: 4
-- power by group through the flow --
stage | sequential [uW] | clock, uW | combinational, uW
6_report | 258 | 149 | 254
5_1_grt | 269 | 160 | 294
4_1_cts | 259 | 153 | 259
No activity file was given, so power comes from the tool's default toggle rates.
