## flow/design.v

```verilog
module  crt_cookie(clk, reset, ena, noice, test);
    input   clk, reset, ena, noice;
    output  test;
    reg     [11:0]   delay;
    reg             noicereg;
    always @ (posedge reset or posedge clk)
        if (reset)
            delay <= 0;
        else if(ena)
            delay <= delay + 1;
    always @ (posedge reset or posedge clk)
        if (reset)
            noicereg <= 0;
        else if(ena)
            if(delay[11:0] == 12'b1011_0110_1XXX)
                case (delay[7:3])
                    3'b000 : noicereg  <= 1;
                    3'b001 : noicereg  <= 0;
                    3'b010 : noicereg  <= 1;
                    3'b011 : noicereg  <= 1;
                    3'b100 : noicereg  <= 0;
                    3'b101 : noicereg  <= 0;
                    3'b110 : noicereg  <= 1;
                    3'b111 : noicereg  <= 0;
                endcase        
            else
                noicereg <= noice;
    assign test = noicereg;
endmodule
module crt_cpu (clk, reset, db, as, ds, wr, dbi, dbo, da, mem_hold, page, onemks, a, b, testh, testv, extnoice);
    input   clk, reset;              
    inout   [7:0]   db;                      
    input           as, ds, wr;              
    output  [7:0]   dbo;                     
    input   [7:0]   dbi;
    output  [19:0]  da;                      
    output          mem_hold;                
	output	[6:0]	page;                    
    input           onemks;                  
  	input	[3:0]	a, b;			         
    input           testh, testv;            
    input           extnoice;                
    reg     [21:0]  addr_reg;                
    reg     [1:0]   reg_select;              
    reg     [1:0]   ase, dse;                
    wire            as_ena, ds_ena, as_enaw, as_end;
    wire            inc, addr_ena;
    reg     [6:0]   page_reg;                
    wire            measure_mode;            
    wire            measure;                 
    always @ (posedge reset or posedge clk)
        if (reset)
            begin
                ase <= 2'b00;
                dse <= 2'b00;
            end
        else 
            begin
                ase <= {ase[0], as};
                dse <= {dse[0], ds};
            end                
    assign  as_ena = ase[0] & ~ase[1];       
    assign  as_enaw= as_ena & wr;            
    assign  ds_ena = dse[0] & ~dse[1];       
    assign  inc    = dse[1] & ~dse[0];       
    assign  as_end = ase[1] & ~ase[0];       
    assign  addr_ena = inc | as_ena;         
    always @ (posedge reset or posedge clk)
        if (reset)
            reg_select <= 2'b00;
        else
        begin
        if (as_end)
            reg_select <= reg_select + 1;
        else if (ds_ena)
            reg_select <= 2'b00;
        end
    always @ (posedge reset or posedge clk)
        if (reset)
            addr_reg <= 22'b00_0000_0000_0000_0000_0000;
        else if (addr_ena)           
            if (inc)                 
                addr_reg[7:0] <= addr_reg[7:0] + 1;    
            else 
            begin
                case (reg_select)    
                    2'b00:  addr_reg[7:0]   <= db;
                    2'b01:  addr_reg[15:8]  <= db;
                    2'b10:  addr_reg[21:16] <= {db[7:6], db[3:0]};
                endcase
            end
    assign  da= addr_reg[19:0];
    assign  mem_hold     = addr_reg[21];
    assign  measure_mode = addr_reg[20];
    always @ (posedge reset or posedge clk)
        if (reset)
            page_reg <= 7'b000_0000;
        else if (addr_ena)
            case (reg_select)    
                2'b11:  page_reg  <= db[6:0];
            endcase         
	assign page         = page_reg;
    wire    [3:0]   qA,qB,qC,qD;
    quad_tmr qtmrA( clk, reset, onemks, a[0], b[0], qA);
    quad_tmr qtmrB( clk, reset, onemks, a[1], b[1], qB);
    quad_tmr qtmrC( clk, reset, onemks, a[2], b[2], qC);
    quad_tmr qtmrD( clk, reset, onemks, a[3], b[3], qD);
    reg     [7:0]   dboreg;
    wire            db_dir_out;
    wire    [9:0]   test_freq;
    wire            test;
    wire            next_cookie;
    assign          next_cookie = ~wr & as_ena & (reg_select == 2'b10);
    crt_cookie      obj_crt_cookie(clk, reset, next_cookie, extnoice, test);
    assign  db_dir_out = (as | ds) & ~wr;
    assign  db  = db_dir_out ? dboreg : 8'bzzzz_zzzz;
    assign  dbo = db;
    always @ (ds or reg_select or qA or qB or qC or qD or dbi or test_freq or measure or mem_hold or measure_mode or test)
		if(ds)
			dboreg <= dbi;
		else 
			case (reg_select)
				4'b00 :	dboreg <=  {qB, qA};        
				4'b01 :	dboreg <=  {qD, qC};
				4'b10 :	dboreg <=  { mem_hold, measure_mode, measure,  test, 3'b00, test_freq[9:8]};
				4'b11 :	dboreg <=  test_freq[7:0];
			endcase
    wire    start_measure;
    assign start_measure = as_enaw & (reg_select == 2'b10) & db[5];
    crt_measure crt_measure_obj ( clk, reset, start_measure, measure_mode, testh, testv, measure, test_freq);
endmodule
module crt_measure ( clk, reset, start, mode, hsync,  vsync, measure, q);
    input           clk, reset, start, mode, vsync, hsync;
    output  [9:0]   q;
    output          measure;
    wire    test_sig;
    wire    sync_sig;
    wire    hris;
    wire    vris;
    onefextractor hsig_obj( clk, reset, 1'b1, hsync, hris);
    onefextractor vsig_obj( clk, reset, 1'b1, vsync, vris);
    assign  test_sig = mode ? vris : hris;
    assign  sync_sig = mode ? hris : 1;
    reg     [9:0]   count;
    reg             check, prepare;
    always @ (posedge reset or posedge clk)
        if (reset)
                count <= 0;
        else if(sync_sig)
            if(check)
                count <= count + 1;
            else if(prepare)
                count <= 0;
    always @ (posedge reset or posedge clk )
        if (reset)
            prepare <= 0;
        else 
        begin
            if(start)
                prepare <= 1;
            else if(check & test_sig)
                prepare <= 0;
        end
    always @ (posedge reset or posedge clk)
        if (reset)
            check <= 0;
        else if (test_sig)
            if (prepare)
                check <= ~check;
    assign measure = prepare;
    assign q = count;
endmodule
module fextractor ( clk, reset, ena, in, out);
    input   clk, reset, ena, in;
    output  out;
    reg     a,b;
    always @ (posedge reset or posedge clk)
        if (reset)
                {a, b} <= 2'b00;
        else if(ena)
                {b,a} <= {a, in};
    assign out = a ^ b;
endmodule
module onefextractor ( clk, reset, ena, in, out);
    input   clk, reset, ena, in;
    output  out;
    reg     a,b;
    always @ (posedge reset or posedge clk)
        if (reset)
                {a, b} <= 2'b00;
        else if(ena)
                {b,a} <= {a, in};
    assign out = a & ~b;
endmodule
module lcel (in, out);
	input in;
	output out;
	buf ibuf(out, in);
endmodule
module quad_tmr ( clk, reset, ena, a, b, q);
    input           clk, reset, ena;             
    input           a, b;                        
    output  [3:0]   q;                           
    reg     [3:0]   count;                       
    wire            risea, riseb;
    wire            plus, plusin;
    wire            enacnt;
    fextractor fa_obj( clk, reset, ena, a, risea);
    fextractor fb_obj( clk, reset, ena, b, riseb);
    lcel lcel_obj(plusin, plus);
    assign plusin   = (risea & (a !=  b)) | (b & (a == b));
    assign enacnt   = (risea | riseb) & ena;
    always @ (posedge reset or posedge clk)
        if (reset)
                count <= 0;
        else if(enacnt)
            if (plus)
                count <= count + 1;
            else
                count <= count -1;
    assign q = count;
endmodule
```

## flow/run.sh

```bash
#!/bin/bash
# OpenROAD 26Q1-2900-gdf79404cd8, Yosys 0.63+post, stock flow scripts
make -C /OpenROAD-flow-scripts/flow DESIGN_CONFIG=/design/flow/config.mk WORK_HOME=/design/flow/orfs finish
```

## flow/config.mk

```make
export PLATFORM = sky130hd
export DESIGN_NAME = crt_cpu
export DESIGN_NICKNAME = crt_cpu
export VERILOG_FILES = /design/flow/design.v
export SDC_FILE = /design/flow/constraint.sdc
export NUM_CORES = 4
export LEC_CHECK = 1
export CORE_UTILIZATION = 30
```

## flow/constraint.sdc

```tcl
current_design crt_cpu

set clk_period 4.2
set clk_io_pct 0.2

create_clock -name clk0 -period $clk_period [get_ports {clk}]

set non_clock_inputs [all_inputs -no_clocks]
set_input_delay [expr $clk_period * $clk_io_pct] -clock clk0 $non_clock_inputs
set_output_delay [expr $clk_period * $clk_io_pct] -clock clk0 [all_outputs]
```

==> results.txt <==
Results of the run.

The flow did not finish. The tree is rooted in a clkbuf_16. The stage where the run came to a stop is 4_1_cts. The most used flip-flop cell is dfrtp_1.

Per the gpl log, the routability congestion estimate is 0.835. Yosys printed 7 warnings. The total clock sinks is 96. The post-DP HPWL is 7.03 mm. By count the netlist is led by 96 x dfrtp_1, 42 x nand2_1, 41 x a21oi_1, 28 x nor2_1, 26 x xnor2_1. The instance tally after logic synthesis is 439. The gate-level netlist out of Yosys references 47 unique cell types. The synthesized netlist occupies a cell area of 0.00460 mm².

Gates resized during post-CTS repair numbered 0. In this run the deepest clock path goes through 2 buffers. The async set-reset flop share out of synthesis is 100%. Looking at the gate-level netlist, the highest instance count belongs to dfrtp_1. The post-synth register bit count is 96. In this run the horizontal extent of the chip is 126 µm. Per the OpenROAD floorplan log, the height of the die is 126 µm. After floorplanning, the core was divided into 44 placement rows. The cell count listed in synth_stat.txt is 439. The proportion of netlist area held by the largest area contributor is 52.2%. The number of top-level pins is 69. The sequential-to-total area share from yosys stat is 52.2%. The CTS H-tree depth is 3. The tool reported: "[error] [KeplerFormal.cpp:679] Workflow failed: Iso has multiple drivers: .db0, _498_.Y0". The chip area line in the Yosys stat output reads 0.00460 mm². The initial core utilization is 31.2%. By area the synthesized netlist is led by dfrtp_1 52%, mux2_2 5.9%, xnor2_1 4.9%. The cell type with the largest total area after synthesis is dfrtp_1. The cts-stage hold buffer count is 0. The average footprint of a synthesized cell is 10.5 µm². During placement, the flow inserted port buffers numbering 60. The count of library flops with an enable pin is 0. The number of setup buffers added after CTS is 0. The TritonCTS buffer count is 9.
==> metrics by stage <==
step / utilization (%) / worst slack, ps / area [µm²] / std cells
after detailed placement: 36.5 / 544 / 5380 / 669
after global placement: 36.5 / 547 / 5380 / 669
after floorplan: - / 855 / 4600 / 439
==> cells by family after synthesis <==
group | share of synthesized area, %
AND-OR/OR-AND | 11.4
XOR/XNOR | 7.99
adder cells (fa/ha/maj) | 3.24
buffers and inverters | 4.00
flip-flops | 52.2
multiplexers | 6.31
AND/OR/NAND/NOR | 14.8
