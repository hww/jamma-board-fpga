<file path="design/flow/config.mk">
export PLATFORM = sky130hd
export DESIGN_NAME = crt_clock
export DESIGN_NICKNAME = crt_clock
export VERILOG_FILES = /design/flow/design.v
export SDC_FILE = /design/flow/constraint.sdc
export NUM_CORES = 4
export LEC_CHECK = 1
export CORE_AREA = 10 10 70 70
export DIE_AREA = 0 0 80 80
</file>
<file path="design/flow/constraint.sdc">
current_design crt_clock

set clk_period 1.0
set clk_io_pct 0.2

create_clock -name clk0 -period $clk_period [get_ports {clk}]

set non_clock_inputs [all_inputs -no_clocks]
set_input_delay [expr $clk_period * $clk_io_pct] -clock clk0 $non_clock_inputs
set_output_delay [expr $clk_period * $clk_io_pct] -clock clk0 [all_outputs]
</file>
<file path="design/flow/design.v">
module crt_clock (clk, reset, pxclk, med_res, onemks);
    input           clk;                     
    input           reset;                   
	input           med_res;
	output			pxclk, onemks;
    reg             div2;                    
    reg     [3:0]   div16;                   
 	always @ (posedge reset or posedge clk)
    	if (reset)
            div2 <= 1'b0;
        else
            if (med_res)
                div2 <= 1'b1;
            else
                div2 <= ~div2;
    assign pxclk    = div2;
 	always @ (posedge reset or posedge clk)
    	if (reset)
            div16 <= 4'b0000;
        else
            div16 <= div16 + 1;
    assign onemks = (div16 == 4'b1111);
endmodule
</file>
<file path="design/flow/run.sh">
#!/bin/bash
# OpenROAD 26Q1-2900-gdf79404cd8, Yosys 0.63+post, stock flow scripts
make -C /OpenROAD-flow-scripts/flow DESIGN_CONFIG=/design/flow/config.mk WORK_HOME=/design/flow/orfs finish
</file>
==> summary.txt <==
Worst Setup End Kind: output pin
Area delta synth->final: 107%
Max_cap viols: 0
Die width: 80 um
Drt wl/cell: 5.35 um
Reg2reg end: div16[2]
Final Max Tran Viols: 0
Crit start category: flop
Top cell area share: 69.0%
First-pass GRT wire length: 683 um
Antenna cells: 0
FMAX: 798 MHz
Critical path class: flop to output pin
Synthesized netlist cell count: 13
Cts bufs inserted: 3
Setup slack, reg-to-reg: -0.15 ns
Largest net degree at the start of global routing: 6
Pre-Place Util: 5.31%
Leak Pwr: 0.177 nW
WHS: 0.163 ns
VDD IR max: 0.592 mV
Synthesis area per yosys: 181 um^2
Clock Sinks: 5
Die height: 80 um
# Cells Yosys: 13
Yosys top cell by area: dfrtp_1
CTS tree: done
Worst clock skew: 0.00354 ns
Std-Cell Rows: 21
Period Utilization, post-route: 125%
Routability cong.: 0.695
PnR worst setup slack: -0.253 ns
Final hold vios: 0
Worst relative slew slack: 87.4%
Core area: 3420 um^2
DR iter-0 viols: 0
Worst min path class: input port to asynchronous set/reset pin
Worst-Margin Slew: 0.189 ns
Tool warnings: 27
Initial antenna violation count: 0
1st-pass router iterations: 1
Seq share, synth: 69.0%
R2R depth: 5
Main area contributors: dfrtp_1 (69%), ha_1 (6.9%), xnor2_1 (4.8%)
RSZ-0062 raised after global routing: yes
Number of global-route vias before repair: 161
Hpwl dp: 268 um
CTS max path bufs: 2
Reg-to-Reg Start: div16[1]
Via count: 156
Fill count: 404
Crit path max fanout: 2
IO buf count: 4
Latency at later pin: 0.24 ns
Crit path capture: onemks
Synth warn: 1
Crit path from: div16[1]
ANT nets after route: 0
Failing checks: setup timing
Minimum clock period: 1.25 ns
Yosys reg bits: 5
Syn Area/Cell: 14.0 um^2
Outcome: finished, violations left
Pwr dens: 1230 nW/um^2
DIE AREA: 6400 um^2
Clock Tree Root: clkbuf_4
CTS HTree Levels: 1
Worst-path clk slew: 0.04 ns
Synth Cell Area: 181 um^2
Drt drc: 0
Vias/cell: 2.08
Overall Global Routing Usage: 1.35%
Drt total wl: 401 um
# IOs: 5
Place WS: -0.408 ns
Layout cells sized above 1: 51.7%
Synth unique cells: 8
CP arrival: 1.05 ns
Grt ovf: 0
Final setup fails: 2
Worst Path Required: 0.80 ns
worst max-delay path, stage by stage (launching register included):
cell,delay [ns]
dfrtp_1,0.37
ha_2,0.19
and3_4,0.15
buf_6,0.10
how the worst min path moves through the flow:
stage / startpoint / to / slack, ns / cells past startpoint
CTS: reset / div16[2] / 0.16 / 2
global route: reset / div16[0] / 0.17 / 2
finish: reset / div16[3] / 0.16 / 2
logic make-up after synthesis:
| family | share of synthesized area [%] |
|---|---|
| xor gates and xnor gates | 9.66 |
| adders and majority gates | 6.90 |
| buffers and inverters | 4.14 |
| DFF | 69.0 |
| and+or+nand+nor | 10.3 |
cell usage after synthesis:
library cell  n
dfrtp_1       5
inv_1         2
and3_2        1
ha_1          1
nand2b_1      1
nand3_1       1
xnor2_1       1
xor2_1        1
final cells by class:
cell class              instances  area, um^2  area share (%)
well taps                      46        57.6            15.3
flip-flops and latches          5         125            33.3
clock buffers                   4        26.3            7.00
repair buffers                 12         104            27.7
multi-input cells               6        55.1            14.7
inverters                       2        7.51            2.00
metal layers:
metal,share of wire [%],vias up,track usage (%)
met1,46,71,1.47
met2,37,8,1.77
met4,3.7,0,0.528
met5,0,-,0
li1,-,73,-
met3,13,4,1.25
metrics by stage:
stage / cells / setup TNS, ns / cell area [um^2] / utilization [%] / total power [mW]
after detailed placement: 67 / -0.408 / 309 / 9.05 / 0.229
after floorplan: 13 / 0 / 181 / - / 0.214
final: 75 / -0.404 / 375 / 11.0 / 0.462
after CTS: 73 / -0.314 / 353 / 10.3 / 0.470
after global routing: 75 / -0.478 / 375 / 11.0 / 0.494
after global placement: 67 / -0.377 / 309 / 9.05 / 0.228
cells in the final DEF (no fill, tap or decap):
| master | n |
|---|---|
| buf_4 | 6 |
| xnor2_1 | 1 |
| buf_2 | 1 |
| clkdlybuf4s50_1 | 2 |
| clkbuf_1 | 1 |
| inv_1 | 2 |
| nand2b_1 | 1 |
| buf_6 | 3 |
| nand3_1 | 1 |
| ha_2 | 1 |
| clkbuf_4 | 3 |
| xor2_1 | 1 |
| and3_4 | 1 |
| dfrtp_1 | 5 |
where the power goes:
group	total [mW]	internal, mW	switching, mW
Combinational	0.0192	0.0130	0.00624
Sequential	0.207	0.206	0.00151
Clock	0.236	0.151	0.0846
registers in the layout, indices dropped and copies added (netlist names):
register  count
div16         4
div2          1
repair_timing:
item / in CTS / in global routing
setup endpoints to repair: 2 / 2
setup buffers: 2 / 4
hold buffers: 0 / 0
pin swaps: 3 / 1
gates resized: 9 / 2
Power and IR drop assume default switching activity.
