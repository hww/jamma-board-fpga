`flow/config.mk`:
```
export PLATFORM = sky130hd
export DESIGN_NAME = crt_mem
export DESIGN_NICKNAME = crt_mem
export VERILOG_FILES = /design/flow/design.v
export SDC_FILE = /design/flow/constraint.sdc
export NUM_CORES = 4
export LEC_CHECK = 1
export CORE_AREA = 10 10 70 70
export DIE_AREA = 0 0 80 80
```
`flow/run.sh`:
```
#!/bin/bash
# OpenROAD 26Q1-2900-gdf79404cd8, Yosys 0.63+post, stock flow scripts
make -C /OpenROAD-flow-scripts/flow DESIGN_CONFIG=/design/flow/config.mk WORK_HOME=/design/flow/orfs finish
```
`flow/design.v`:
```
module crt_mem (    clk, reset, video_data_latch, href, 
                    video_address, video_data, 
                    da, dbi, dbo, 
                    mem_hold, wr, ds,
                    md, ma, 
                    _mcs, _mwr, _mrd );
    input           clk;
    input           reset;
    input           video_data_latch;
    input   [19:0]  video_address;
    output  [7:0]   video_data;
    input           href;
    input   [19:0]  da;
    input   [7:0]   dbi;
    output  [7:0]   dbo;
    input           mem_hold;
    input           wr;
    input           ds;
    inout   [7:0]   md;
    output  [19:0]  ma;
    output          _mcs;
    output          _mwr;
    output          _mrd;
    wire            bus_dir_out;
    reg             bus_mux;
 	always @ (posedge reset or posedge clk)
    	if (reset)
            bus_mux <= 0;
        else
            if (video_data_latch)
                bus_mux <= mem_hold;
    assign  bus_dir_out =   bus_mux & ds & wr;
    assign _mwr         = ~bus_dir_out;
    assign  ma          =   bus_mux ? da : video_address;
    assign _mcs         = ~(bus_mux ? ds : href);
    assign _mrd         = ~(bus_mux ? ~wr & ds : href);
    assign  md          = bus_dir_out ? dbi : 8'bzzzz_zzzz;
    assign  dbo         = md;
    assign  video_data  = bus_mux ? 8'b0000_0000 : md;
endmodule
```
`flow/constraint.sdc`:
```
current_design crt_mem

set clk_period 2.4
set clk_io_pct 0.2

create_clock -name clk0 -period $clk_period [get_ports {clk}]

set non_clock_inputs [all_inputs -no_clocks]
set_input_delay [expr $clk_period * $clk_io_pct] -clock clk0 $non_clock_inputs
set_output_delay [expr $clk_period * $clk_io_pct] -clock clk0 [all_outputs]
```
==> results.json <==
{
  "ys_sh_mux_pct": 45.2,
  "ios": 102,
  "top_area_cell": "mux2_2",
  "ys_sh_xor_pct": 0,
  "cts_hold_buf": 0,
  "tool.error": "[error] [KeplerFormal.cpp:679] Workflow failed: Iso has multiple drivers: .dbi0, input21.X0",
  "stop_stage": "clock tree synthesis (4_1_cts)",
  "top_cell_area_share_pct": 45.2,
  "place.gp.congestion": 0.753,
  "adder_share_pct": 0,
  "post-cts-setup-buffers": 0,
  "ys_sh_simple_pct": 14.3,
  "avgSynthCellArea_sq_um": 8.89,
  "ctsResizeCount": 0,
  "netlist_instances": 56,
  "syn_area_sq_um": 498,
  "aoi_share_pct": 4.27,
  "yosys-stat-area_sq_um": 498,
  "fp-row-count": 21,
  "die_width_um": 80,
  "synthTopLogicFamily": "multiplexers",
  "die_h_um": 80,
  "ys_ff": 1,
  "netlist-cell-type-count": 14,
  "portBuffers": 93,
  "initCoreUtil_pct": 14.6,
  "yosysCellCount": 56,
  "status": "did not finish",
  "hpwlAfterDp_um": 2680,
  "ys_seq_share_pct": 5.03,
  "dpl-instance-area_sq_um": 1360,
  "yosys_warnings": 2,
  "netlist_top_cells_area": "mux2_2 45%, buf_4 24%, and2b_1 11%"
}
kinds of logic after synthesis:
family / after synthesis
AND/OR/NAND/NOR: 11
flip-flops: 1
multiplexers: 20
buffers and inverters: 21
AND-OR/OR-AND: 3
synth_stat cells:
cell type and number:
and2b_1 7, buf_4 16, a2bb2oi_1 1, nand3_1 1, buf_6 2, mux2_2 20
o21ai_1 1, nand2_1 2, buf_2 1, nor2b_1 1, a21boi_1 1, inv_1 1
inv_2 1, dfrtp_1 1
metrics by stage:
step | setup slack (ns) | util [%] | std cells | hold WS, ns | power, W
floorplan | 1.08 | - | 56 | 0.209 | 0.0000973
global placement | 0.287 | 39.8 | 177 | 0.620 | 0.000290
detailed placement | 0.257 | 39.8 | 177 | 0.624 | 0.000289
Power and IR drop assume default switching activity.
